File: constraint.sdc
current_design asyn_fifo

set clk_period 4.2
set clk_io_pct 0.2

create_clock -name clk0 -period $clk_period [get_ports {rd_clk}]
create_clock -name clk1 -period $clk_period [get_ports {wr_clk}]

set non_clock_inputs [all_inputs -no_clocks]
set_input_delay [expr $clk_period * $clk_io_pct] -clock clk0 $non_clock_inputs
set_output_delay [expr $clk_period * $clk_io_pct] -clock clk0 [all_outputs]
File: run.sh
#!/bin/bash
# OpenROAD 26Q1-2900-gdf79404cd8, Yosys 0.63+post, stock flow scripts
make -C /OpenROAD-flow-scripts/flow DESIGN_CONFIG=/design/flow/config.mk WORK_HOME=/design/flow/orfs finish
File: config.mk
export PLATFORM = sky130hd
export DESIGN_NAME = asyn_fifo
export DESIGN_NICKNAME = asyn_fifo
export VERILOG_FILES = /design/flow/design.v
export SDC_FILE = /design/flow/constraint.sdc
export NUM_CORES = 4
export LEC_CHECK = 1
export CORE_UTILIZATION = 40
File: design.v
module asyn_fifo #(parameter data_width=8,depth=8)(
	input wr_clk, 
	input rd_clk, 
	input rst, 
	input [data_width-1:0] data_i, 
	input wr_valid, 
	input rd_valid,
	output reg [data_width-1:0]data_o,
	output fifo_full, 
	output fifo_empty, 
	output error);
localparam addr=$clog2(depth);
reg [addr:0]rd_ptr,rd_ptr_g_s1,rd_ptr_g_s2;
reg [addr:0]wr_ptr,wr_ptr_g_s1,wr_ptr_g_s2;
reg [data_width-1:0]temp[0:depth-1];
wire [addr:0]rd_ptr_g,wr_ptr_g;
always @(posedge wr_clk or posedge rst)begin
	if(rst)begin
		wr_ptr<=0;
	end
	else begin
	       	if(wr_valid && !fifo_full && !error)begin
			temp[(wr_ptr[addr-1:0])]<=data_i;
			wr_ptr<=wr_ptr+1;
		end
	end
end
always @(posedge rd_clk or posedge rst)begin
	if(rst)begin
		rd_ptr<=0;
		data_o<='b0;
	end
	else begin
		if(rd_valid && !fifo_empty && !error)begin
			data_o<=temp[(rd_ptr[addr-1:0])];
			rd_ptr<=rd_ptr+1;
		end
	end
end
assign rd_ptr_g=rd_ptr^(rd_ptr>>1);
assign wr_ptr_g=wr_ptr^(wr_ptr>>1);
always @(posedge wr_clk or posedge rst)begin
	if(rst)begin
		rd_ptr_g_s1<='b0;
		rd_ptr_g_s2<='b0;
	end
	else begin
		rd_ptr_g_s1<=rd_ptr_g; 
		rd_ptr_g_s2<=rd_ptr_g_s1; 
	end
end
always @(posedge rd_clk or posedge rst)begin
	if(rst)begin
		wr_ptr_g_s1<='b0;
		wr_ptr_g_s2<='b0;
	end
	else begin
		wr_ptr_g_s1<=wr_ptr_g;
		wr_ptr_g_s2<=wr_ptr_g_s1;
	end
end
assign fifo_empty=rd_ptr_g==wr_ptr_g_s2;
assign fifo_full=wr_ptr_g=={~rd_ptr_g_s2[addr:addr-1],rd_ptr_g_s2[addr-2:0]};
assign error=(wr_valid && fifo_full) || (rd_valid && fifo_empty);
endmodule
==> notes.md <==
The OpenROAD report gives the critical path a data arrival time of 2.49 ns. The cell family contributing the most delay on the critical path is buffers and inverters. The total negative setup slack is 0 ns.

The headroom to the max-slew limit came out at 0.525. The HPWL after detailed placement is 4930 um. Setup repair after global routing left no endpoint under its margin. The routed design shows a wire length per standard cell of 18.5 um. After synthesis, the cell types taking the most area are edfxtp_1, dfrtp_1, ha_1. The number of fill cells is 804, and the horizontal extent of the die is 101 um. The logs give 3890 um2 for the post-synthesis instance area and 2720 um2 for the area of all sequential standard cells. Among all stages on the critical path, the maximum delay recorded is 0.48 ns.

Entering global routing, the biggest net connects 30 pins. The async set or reset register ratio after synthesis was 0.333. The highest fanout seen on the critical path was 7. The clock sink count is 96, and the data required time of the critical path is 3.36 ns.

The share of Yosys cell area claimed by the top area cell type works out to 0.494. The final count of negative-setup-slack endpoints is 0, and the residual overflow from global routing is 0. Counting pins that exceed their max-slew limit in the final report gives 0. The commonest register cell is edfxtp_1.

By count the netlist is led by edfxtp_1, dfrtp_1, ha_1, inv_1, clkbuf_1. The analysis attributes to cell leakage a power of 1.71 nW. The y dimension of the die was 101 um. The run gives 22 for the count of buffers from port buffering. Power per cell area: 762 nW/um2. Per the STA report, the cell with the highest stage delay on the worst path is nor4_4. In this run the post-CTS setup repair buffer count came out at 0. The STA report counts the stages on the worst setup path as 6. The logs give 399 for the count of placed standard cells in the final layout, fillers left out and 0 for the count of maximum capacitance violations.

The post-synthesis cell type with the largest combined area was edfxtp_1. After detailed routing, the number of remaining DRC violations is 0. The gate-level netlist out of Yosys references 38 unique cell types. Gates resized during post-CTS repair numbered 0.

The kind of end point of the critical path was an output port. With the number of rows in the core area at 35, the post-synthesis cell count from yosys is 237. Synthesis produced a netlist whose cell count is 237. The most critical setup path has its endpoint at error. The peak supply drop was 0.297 mV; the area taken by multi-input logic gates was 1050 um2. The number of hold buffers added after CTS is 0. The script reports the combined buffer and inverter count of the critical path as 2. The number of cell instances on the worst register-to-register path is 6. The core region is 9330 um2. Note that the worst hold path type here is reg -> reg. Initial cell density of the core: 0.417. The full die area is 10100 um2. The run finished with clean final reports. Across all register-to-register paths, the minimum setup slack is 1.38 ns. The run gives 0 as the final number of hold-violating endpoints.

With the number of top-level pins at 24, the utilization after layout is 0.484. The run gives 2 as the count of synthesis-stage warnings from yosys. The antenna diode count came out at 0. The tools report the detailed-route via count as 2061.

The count of routing violations after the opening detailed-route iteration was 93. For the final worst slack, the log shows 0.873 ns. Proportion of layout cells with a drive suffix above 1: 0.148. STA classifies the critical path startpoint as a register.

Area overhead of the layout relative to synthesis: 16.2%. Counting tap cells, the placed design contains a total of 379 instances. For reference, the critical path cell chain is inv_1 -> ha_1 -> xnor2_1 -> nor4_4 -> a22o_2 -> clkdlybuf4s50_1. The most critical setup path has its startpoint at rd_ptr[1]$_DFFE_PP0P_. With the number of global-route vias before repair at 2191, the number of flops mapped to enable cells by yosys is 64. TritonCTS built the clock tree. The worst reg2reg path startpoint is wr_ptr[0]$_DFFE_PP0P_.

The run gives 0 for the number of antenna violations at the first check in global routing. At the end of routability-driven placement, the weighted congestion stood at 0.779. The detail route stage leaves a number of antenna-violating nets equal to 0.

The routed design has 7370 um of wire. The chip area line in the Yosys stat output reads 3890 um2. The part of the Yosys area used for sequential elements is 0.700, and the clock transition time at the flip-flop clock pins of the worst setup and hold paths is 0.08 ns.

For this run, the detailed router reports a per-instance via density of 5.17. The tools report the worst slack at placement as 1.19 ns. The logs give a warning total of 36.

Looking at the setup timing report, the critical path kind is reg -> out. The synthesis stat section lists a flop and latch total of 96. The first global-routing pass estimated 11700 um of wire. With the global routing usage summed across all routing layers at 0.169, the clock skew is 0.0120 ns. The first TritonRoute pass finished after 4 iterations.

The tools report the capturing point of the worst reg2reg path as temp[4][0]$_DFFE_PP_. Dividing the synthesized area by the synthesized cell count gives 16.4 um2. edfxtp_1 is the most common cell in the netlist. The transition time recorded at the tightest slew-check pin is 0.713 ns.
==> through the flow <==
| step | power [W] | hold slack, ns | area, um2 |
|---|---|---|---|
| 2_1_floorplan | 0.00228 | 0.331 | 3890 |
| 3_5_place_dp | 0.00270 | 0.335 | 4230 |
| 4_1_cts | 0.00349 | 0.354 | 4520 |
| 5_1_grt | 0.00368 | 0.356 | 4520 |
| 3_3_place_gp | 0.00269 | 0.333 | 4230 |
| 6_report | 0.00344 | 0.352 | 4520 |
==> how the worst min path moves through the flow <==
stage / cells after the start / slack [ns] / startpoint / end
4_1_cts: 0 / 0.35 / wr_ptr_g_s1[3]$_DFF_PP0_ / wr_ptr_g_s2[3]$_DFF_PP0_
5_1_grt: 0 / 0.36 / wr_ptr_g_s1[0]$_DFF_PP0_ / wr_ptr_g_s2[0]$_DFF_PP0_
6_report: 0 / 0.35 / wr_ptr_g_s1[3]$_DFF_PP0_ / wr_ptr_g_s2[3]$_DFF_PP0_
==> kinds of logic after synthesis <==
group	synth area share
muxes	0.0380
AOI/OAI and AO/OA	0.0988
xor gates and xnor gates	0.0393
adders and majority gates	0.0515
buffers and inverters	0.0293
and+or+nand+nor	0.0428
DFF	0.700
==> report_power, final <==
| group | switching [W] | total, W | internal (W) |
|---|---|---|---|
| registers | 0.000132 | 0.00137 | 0.00124 |
| logic | 0.000681 | 0.00130 | 0.000622 |
| clock network | 0.000355 | 0.000773 | 0.000418 |
| total | 0.00117 | 0.00344 | 0.00228 |
==> layout make-up <==
class	count	share of cell area
Sequential cell	96	0.603
Multi-Input combinational cell	115	0.233
Tap cell	129	0.0357
Timing Repair Buffer	26	0.0554
Clock inverter	8	0.0263
Clock buffer	12	0.0366
Inverter	13	0.0108
==> cell usage in the layout (no fill, tap or decap), types with 3 or more instances in the layout <==
master / netlist / final
and3_1: 7 / 7
xor2_1: 8 / 8
clkdlybuf4s50_1: 0 / 22
a31oi_1: 6 / 6
a211oi_1: 3 / 3
a22oi_1: 5 / 5
nor3_1: 5 / 5
inv_1: 13 / 13
edfxtp_1: 64 / 64
a21oi_1: 5 / 5
inv_8: 0 / 3
xnor2_1: 4 / 4
mux2_4: 5 / 5
o21ai_0: 3 / 3
dfrtp_1: 32 / 32
buf_4: 0 / 4
a222oi_1: 5 / 5
mux2i_1: 5 / 5
o22ai_1: 3 / 3
a221oi_1: 6 / 6
clkbuf_8: 0 / 12
ha_1: 16 / 16
a22o_1: 6 / 6
==> sequential cells by signal, indices dropped and copies added, names as in the netlist <==
signal and cells:
rd_ptr 4, temp 64, data_o 8, rd_ptr_g_s2 4, wr_ptr_g_s1 4, wr_ptr 4
wr_ptr_g_s2 4, rd_ptr_g_s1 4
==> metal layers <==
layer,global-route usage,up-vias,share of wire
met2,0.249,80,0.45
met5,0,-,0
met4,0.0201,0,0.013
met1,0.253,1013,0.45
li1,-,961,-
met3,0.0818,7,0.089
Power figures rest on the tool's default switching activity, not on a simulated workload.
