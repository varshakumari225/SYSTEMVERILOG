===== ./run.sh =====
#!/bin/bash
# OpenROAD 26Q1-2900-gdf79404cd8, Yosys 0.63+post, stock flow scripts
make -C /OpenROAD-flow-scripts/flow DESIGN_CONFIG=/design/flow/config.mk WORK_HOME=/design/flow/orfs finish

===== ./config.mk =====
export PLATFORM = sky130hd
export DESIGN_NAME = as
export DESIGN_NICKNAME = as
export VERILOG_FILES = /design/flow/design.v
export SDC_FILE = /design/flow/constraint.sdc
export NUM_CORES = 4
export LEC_CHECK = 1
export CORE_AREA = 10 10 70 70
export DIE_AREA = 0 0 80 80

===== ./constraint.sdc =====
current_design as

set clk_period 1.9
set clk_io_pct 0.2

create_clock -name clk0 -period $clk_period [get_ports {clk}]

set non_clock_inputs [all_inputs -no_clocks]
set_input_delay [expr $clk_period * $clk_io_pct] -clock clk0 $non_clock_inputs
set_output_delay [expr $clk_period * $clk_io_pct] -clock clk0 [all_outputs]

===== ./design.v =====
module as #(parameter width=5,parameter operation=1'b0)(input clk,input [width-1:0]a,b,output reg [width-1:0]result);
  always @(posedge clk)begin
    if(operation==1'b0)begin
      result<=a+b;
    end
    else if(operation==1'b1)begin
      result=a-b;
    end
    else
      result=a+b;
  end
endmodule

==> ci_impl_report.md <==
### Flow metrics

| Metric | Value |
|---|---|
| Stage-log warning count | 25 |
| Regs by FF count | result (5) |
| Top Layout Cells | clkdlybuf4s50_1 (15), dfxtp_1 (5), inv_1 (4), xnor2_1 (4), ha_1 (4) |
| Status | finished clean |
| Kind of critical path | in -> reg |
| P_leak | 0.0002025 uW |
| Final period util | 88.99% |
| Die area | 6400 um^2 |
| Cell area after synthesis | 255.2 um^2 |
| CTS tree | done |
| WL met3 | 70 um |
| # hold bufs at CTS | 0 |
| Worst-path clk slew | 0.04 ns |
| Relative max-transition margin | 88.10% |
| Top Ports | 16 |
| CP arrival | 1.86 ns |
| Clk root buf | clkbuf_4 |
| # fillers | 390 |
| Post-synthesis instance total | 24 |
| Startpoint types | input port |
| Vias in the first global route | 207 |
| # diodes | 0 |
| Crit path from | a[0] |
| YS warnings | 1 |
| Pins Over Slew Limit | 0 |
| Largest net degree at the start of global routing | 4 |
| Final Cell Area | 496.7 um^2 |
| Synth flops | 5 |
| CTS Buffer Depth | 2 |
| Port bufs | 15 |
| Core area | 3416 um^2 |
| Wirelength per Cell | 6.678 um |
| Max Used Layer | met4 |
| Dpl hpwl | 579.3 um |
| Post_cts resized | 0 |
| RePlAce Congestion | 0.7165 |
| Register bank with the most flops | result |
| Top cell excl fill/tap | clkdlybuf4s50_1 |
| Register share after synthesis | 39.22% |
| Width of the die | 80 um |
| CP required | 2.07 ns |
| DR pass1 iterations | 2 |
| Tmin final | 1.691 ns |
| Fp_density | 7.473% |
| Final Util | 14.54% |
| Sink Count | 5 |
| Critical hold path startpoint | b[0] |
| Number of cells in Yosys stat | 24 |
| Post-DRT Antenna Nets | 0 |
| Largest register FFs | 5 |
| Area Overhead vs Synth | 94.61% |
| Worst Max-Slew Pin Slew | 0.1772 ns |
| Fmax | 591.4 MHz |
| Max Cap Viol | 0 |
| Detailed-route wire length | 601 um |
| Yosys stat area | 255.2 um^2 |
| Met1 wire length | 150 um |
| Tot GR Track Use | 1.787% |
| Vias per inst | 2.311 |
| H-Tree Level Count | 1 |
| Hold path depth | 2 |
| Post-CTS setup buffers | 0 |
| Distinct cell type count of the synthesized netlist | 10 |
| Drt drc | 0 |
| FP Rows | 21 |
| Endpoint type of the worst setup path | flip-flop |
| Hold slack | 0.7506 ns |
| DP Area | 470.5 um^2 |
| Routed via count | 208 |
| Routed wl met2 | 372 um |
| Max FO, Critical Path | 2 |
| Power Density | 685.7 nW/um^2 |
| Chip height | 80 um |
| Final setup vio count | 0 |
| RSZ-0062 raised after global routing | no |
| Layout cells sized above 1 | 11.36% |
| Grt ovf | 0 |
| Worst min-delay path category | in -> reg |
| Global-route wire length before repair | 876 um |
| Syn Area/Cell | 10.64 um^2 |
| Initial antenna violation count | 0 |
| VDD IR-drop max | 0.1190 mV |
| Drt first-iter violations | 18 |
| Final Hold Viols | 0 |
| Num CTS Buffers | 3 |
## metrics by stage
step,setup TNS [ns],setup slack (ns),power [uW],instances
2_1_floorplan,0,0.4768,161.3,24
6_report,0,0.2091,340.6,90
4_1_cts,0,0.1970,349.4,90
5_1_grt,0,0.1167,368.1,90
3_3_place_gp,-0.03403,-0.03403,227.2,86
3_5_place_dp,-0.05053,-0.05053,227.9,86
## metal layers
metal | GRT usage [%] | vias up
li1 | - | 114
met1 | 1.337 | 86
met2 | 3.451 | 6
met3 | 1.136 | 2
met4 | 0.7042 | 0
met5 | 0 | -
## layout make-up
class / instances / area [um^2] / share of cell area, %
multi-input cells: 15 / 140.1 / 28.21
repair buffers: 16 / 157.7 / 31.74
well taps: 46 / 57.56 / 11.59
flip-flops and latches: 5 / 100.1 / 20.15
inverters: 4 / 15.01 / 3.023
clock buffers: 4 / 26.28 / 5.290
## power by group
group          internal [uW]  switching, uW  leakage [uW]
sequential               124           3.91     0.0000422
clock                   79.1           38.2     0.0000150
combinational           70.3           24.6      0.000145
## worst max-delay path: stages
cell and delay (ns):
clkdlybuf4s50_1 0.46, ha_1 0.16, inv_1 0.05, fa_1 0.37, nand2b_1 0.15, a21oi_1 0.16, xnor2_1 0.13
## synth_stat cells
library cell,number,area share [%]
nor2_1,2,2.9
a21oi_1,1,2.0
fa_1,1,7.8
inv_1,4,5.9
ha_1,4,20
xnor2_1,4,14
a21o_1,1,2.9
dfxtp_1,5,39
a21oi_2,1,3.4
nand2b_1,1,2.5
## kinds of logic (layout without fill, tap and decap cells)
kind of cell,after synthesis,count (layout),share of synthesized area (%)
buf+inv,4,24,5.881
simple gates,3,3,5.395
compound gates,3,3,8.333
xor+xnor,4,4,13.72
fa+ha+maj,5,5,27.45
flops,5,5,39.22
## worst paths after layout
kind | endpoint | slack [ns]
max | result[4]$_DFF_P_ | 0.21
min | result[0]$_DFF_P_ | 0.75
No activity file was given, so power comes from the tool's default toggle rates.
